[flow/config.mk]
export PLATFORM = sky130hd
export DESIGN_NAME = ram
export DESIGN_NICKNAME = ram
export VERILOG_FILES = /design/flow/design.v
export SDC_FILE = /design/flow/constraint.sdc
export NUM_CORES = 4
export LEC_CHECK = 1
export CORE_UTILIZATION = 50
export SYNTH_MEMORY_MAX_BITS = 65536
[flow/constraint.sdc]
current_design ram

set clk_period 69.0
set clk_io_pct 0.2

create_clock -name clk0 -period $clk_period [get_ports {write}]

set non_clock_inputs [all_inputs -no_clocks]
set_input_delay [expr $clk_period * $clk_io_pct] -clock clk0 $non_clock_inputs
set_output_delay [expr $clk_period * $clk_io_pct] -clock clk0 [all_outputs]
[flow/design.v]
module ram(data,addr,ena,read,write);
inout[7:0] data;
input [9:0]addr;
input ena;
input read,write;
reg [7:0] ram[10'h3ff:0];
assign data = (read && ena) ? ram[addr]:8'hzz;
always @ (posedge write)
begin
ram[addr] <= data;
end
endmodule
[flow/run.sh]
#!/bin/bash
# OpenROAD 26Q1-2900-gdf79404cd8, Yosys 0.63+post, stock flow scripts
make -C /OpenROAD-flow-scripts/flow DESIGN_CONFIG=/design/flow/config.mk WORK_HOME=/design/flow/orfs finish
==> impl_metrics.json <==
{
  "outcome": "stopped before the end",
  "stop_stage": "4_1_cts",
  "tool.error": "[error] [KeplerFormal.cpp:679] Workflow failed: Iso has multiple drivers: .data1, place1256.X0",
  "htreeDepth": 6,
  "yosys_area_mm2": 0.317,
  "yosysCellCount": 16815,
  "die_height_um": 798,
  "ioPinCount": 21,
  "dpl.hpwl_mm": 526,
  "clkSinkCount": 8192,
  "place.gp.congestion": 0.899,
  "cts_root_buf": "clkbuf_16",
  "synth_area_mm2": 0.317,
  "dpl_cell_area_mm2": 0.327,
  "postCtsHoldBufs": 0,
  "rows": 291,
  "ys_types": 63,
  "syn_area_per_cell_um2": 18.8,
  "floorplan.core_util_pct": 50.3,
  "clk_path_buf_depth": 4,
  "yosysWarnings": 2,
  "synth-async-reset-ratio_pct": 0,
  "dp.cells": 24676,
  "place_ws_ps": 34400,
  "synth-edff-count": 8192,
  "ff_type": "edfxtp_1",
  "die_w_um": 798,
  "synthCells": 16815,
  "port_buffers": 10,
  "ys_seq_share_pct": 77.7,
  "cts_inserted_buffers": 814,
  "cts_resized": 0,
  "ys.flops": 8192,
  "post-cts-setup-buffers": 0
}
[synthesized netlist by cell type, types with 6 or more instances]
library cell	n	share of area [%]
nand4_1	22	0.043
o31ai_1	8	0.019
a211oi_1	114	0.27
o311ai_0	8	0.022
buf_2	463	0.73
nor2b_1	9	0.018
o22ai_1	986	1.9
a2bb2oi_1	14	0.039
mux4_2	726	5.2
nor3_1	136	0.22
o2111ai_1	96	0.27
o21bai_1	11	0.026
nand3b_1	8	0.019
mux2_2	31	0.11
a311oi_1	7	0.019
nor2_1	1517	1.8
buf_6	11	0.039
a22oi_1	85	0.20
edfxtp_1	8192	78
mux2i_1	2759	8.7
a21oi_1	108	0.17
and2_1	9	0.018
o221ai_1	40	0.11
a31oi_1	25	0.049
nand2_1	173	0.21
o21ai_0	126	0.20
nor4_1	158	0.31
buf_1	83	0.098
and4_1	7	0.019
clkbuf_1	477	0.57
or3_1	6	0.012
o22a_1	50	0.14
buf_4	61	0.14
o211ai_1	66	0.16
nand3_1	163	0.26
and3_1	9	0.018
[cells by family after synthesis]
logic type / synth area share (%)
simple gates: 3.04
flops: 77.7
buf+inv: 1.58
compound gates: 3.67
mux: 14.0
